<file path="./run.sh">
#!/bin/bash
# OpenROAD 26Q1-2900-gdf79404cd8, Yosys 0.63+post, stock flow scripts
make -C /OpenROAD-flow-scripts/flow DESIGN_CONFIG=/design/flow/config.mk WORK_HOME=/design/flow/orfs finish
</file>
<file path="./config.mk">
export PLATFORM = sky130hd
export DESIGN_NAME = UART_rx
export DESIGN_NICKNAME = UART_rx
export VERILOG_FILES = /design/flow/design.v
export SDC_FILE = /design/flow/constraint.sdc
export NUM_CORES = 4
export LEC_CHECK = 1
export CORE_AREA = 10 10 92 92
export DIE_AREA = 0 0 102 102
</file>
<file path="./constraint.sdc">
current_design UART_rx

set clk_period 2.8
set clk_io_pct 0.2

create_clock -name clk0 -period $clk_period [get_ports {clock}]

set non_clock_inputs [all_inputs -no_clocks]
set_input_delay [expr $clk_period * $clk_io_pct] -clock clk0 $non_clock_inputs
set_output_delay [expr $clk_period * $clk_io_pct] -clock clk0 [all_outputs]
</file>
<file path="./design.v">
module UART_rx(
  input        clock,
  input        reset,
  input        io_i_serial_data,
  output       io_o_rx_done,
  output [7:0] io_o_data
);
  reg [8:0] clkCnterReg;  
  reg [3:0] bitCnterReg;  
  reg  outDataReg_0;  
  reg  outDataReg_1;  
  reg  outDataReg_2;  
  reg  outDataReg_3;  
  reg  outDataReg_4;  
  reg  outDataReg_5;  
  reg  outDataReg_6;  
  reg  outDataReg_7;  
  reg  outRxDoneReg;  
  reg [1:0] stateReg;  
  reg  serialDataReg_REG;  
  reg  serialDataReg;  
  wire [3:0] io_o_data_lo = {outDataReg_3,outDataReg_2,outDataReg_1,outDataReg_0};  
  wire [3:0] io_o_data_hi = {outDataReg_7,outDataReg_6,outDataReg_5,outDataReg_4};  
  wire  _T = 2'h0 == stateReg;  
  wire  _T_1 = ~serialDataReg;  
  wire  _T_2 = 2'h1 == stateReg;  
  wire [8:0] _clkCnterReg_T_1 = clkCnterReg + 9'h1;  
  wire [1:0] _GEN_1 = _T_1 ? 2'h2 : 2'h0;  
  wire  _T_5 = 2'h2 == stateReg;  
  wire  _T_6 = clkCnterReg < 9'h8a;  
  wire  _GEN_4 = 3'h0 == bitCnterReg[2:0] ? serialDataReg : outDataReg_0;  
  wire  _GEN_5 = 3'h1 == bitCnterReg[2:0] ? serialDataReg : outDataReg_1;  
  wire  _GEN_6 = 3'h2 == bitCnterReg[2:0] ? serialDataReg : outDataReg_2;  
  wire  _GEN_7 = 3'h3 == bitCnterReg[2:0] ? serialDataReg : outDataReg_3;  
  wire  _GEN_8 = 3'h4 == bitCnterReg[2:0] ? serialDataReg : outDataReg_4;  
  wire  _GEN_9 = 3'h5 == bitCnterReg[2:0] ? serialDataReg : outDataReg_5;  
  wire  _GEN_10 = 3'h6 == bitCnterReg[2:0] ? serialDataReg : outDataReg_6;  
  wire  _GEN_11 = 3'h7 == bitCnterReg[2:0] ? serialDataReg : outDataReg_7;  
  wire [3:0] _bitCnterReg_T_1 = bitCnterReg + 4'h1;  
  wire [3:0] _GEN_12 = bitCnterReg < 4'h8 ? _bitCnterReg_T_1 : 4'h0;  
  wire [8:0] _GEN_13 = clkCnterReg < 9'h8a ? _clkCnterReg_T_1 : 9'h0;  
  wire  _GEN_14 = clkCnterReg < 9'h8a ? outDataReg_0 : _GEN_4;  
  wire  _GEN_15 = clkCnterReg < 9'h8a ? outDataReg_1 : _GEN_5;  
  wire  _GEN_16 = clkCnterReg < 9'h8a ? outDataReg_2 : _GEN_6;  
  wire  _GEN_17 = clkCnterReg < 9'h8a ? outDataReg_3 : _GEN_7;  
  wire  _GEN_18 = clkCnterReg < 9'h8a ? outDataReg_4 : _GEN_8;  
  wire  _GEN_19 = clkCnterReg < 9'h8a ? outDataReg_5 : _GEN_9;  
  wire  _GEN_20 = clkCnterReg < 9'h8a ? outDataReg_6 : _GEN_10;  
  wire  _GEN_21 = clkCnterReg < 9'h8a ? outDataReg_7 : _GEN_11;  
  wire [3:0] _GEN_22 = clkCnterReg < 9'h8a ? bitCnterReg : _GEN_12;  
  wire [1:0] _GEN_23 = bitCnterReg == 4'h8 ? 2'h3 : 2'h2;  
  wire  _T_10 = 2'h3 == stateReg;  
  wire [1:0] _GEN_25 = _T_6 ? 2'h3 : 2'h0;  
  wire  _GEN_26 = _T_6 ? outRxDoneReg : 1'h1;  
  wire [8:0] _GEN_27 = _T_10 ? _GEN_13 : clkCnterReg;  
  wire [1:0] _GEN_28 = _T_10 ? _GEN_25 : stateReg;  
  wire  _GEN_29 = _T_10 ? _GEN_26 : outRxDoneReg;  
  assign io_o_rx_done = outRxDoneReg;  
  assign io_o_data = {io_o_data_hi,io_o_data_lo};  
  always @(posedge clock) begin
    if (reset) begin  
      clkCnterReg <= 9'h0;  
    end else if (_T) begin  
      clkCnterReg <= 9'h0;  
    end else if (_T_2) begin  
      if (clkCnterReg < 9'h45) begin  
        clkCnterReg <= _clkCnterReg_T_1;  
      end else begin
        clkCnterReg <= 9'h0;  
      end
    end else if (_T_5) begin  
      clkCnterReg <= _GEN_13;
    end else begin
      clkCnterReg <= _GEN_27;
    end
    if (reset) begin  
      bitCnterReg <= 4'h0;  
    end else if (_T) begin  
      bitCnterReg <= 4'h0;  
    end else if (!(_T_2)) begin  
      if (_T_5) begin  
        bitCnterReg <= _GEN_22;
      end
    end
    if (reset) begin  
      outDataReg_0 <= 1'h0;  
    end else if (!(_T)) begin  
      if (!(_T_2)) begin  
        if (_T_5) begin  
          outDataReg_0 <= _GEN_14;
        end
      end
    end
    if (reset) begin  
      outDataReg_1 <= 1'h0;  
    end else if (!(_T)) begin  
      if (!(_T_2)) begin  
        if (_T_5) begin  
          outDataReg_1 <= _GEN_15;
        end
      end
    end
    if (reset) begin  
      outDataReg_2 <= 1'h0;  
    end else if (!(_T)) begin  
      if (!(_T_2)) begin  
        if (_T_5) begin  
          outDataReg_2 <= _GEN_16;
        end
      end
    end
    if (reset) begin  
      outDataReg_3 <= 1'h0;  
    end else if (!(_T)) begin  
      if (!(_T_2)) begin  
        if (_T_5) begin  
          outDataReg_3 <= _GEN_17;
        end
      end
    end
    if (reset) begin  
      outDataReg_4 <= 1'h0;  
    end else if (!(_T)) begin  
      if (!(_T_2)) begin  
        if (_T_5) begin  
          outDataReg_4 <= _GEN_18;
        end
      end
    end
    if (reset) begin  
      outDataReg_5 <= 1'h0;  
    end else if (!(_T)) begin  
      if (!(_T_2)) begin  
        if (_T_5) begin  
          outDataReg_5 <= _GEN_19;
        end
      end
    end
    if (reset) begin  
      outDataReg_6 <= 1'h0;  
    end else if (!(_T)) begin  
      if (!(_T_2)) begin  
        if (_T_5) begin  
          outDataReg_6 <= _GEN_20;
        end
      end
    end
    if (reset) begin  
      outDataReg_7 <= 1'h0;  
    end else if (!(_T)) begin  
      if (!(_T_2)) begin  
        if (_T_5) begin  
          outDataReg_7 <= _GEN_21;
        end
      end
    end
    if (reset) begin  
      outRxDoneReg <= 1'h0;  
    end else if (_T) begin  
      outRxDoneReg <= 1'h0;  
    end else if (!(_T_2)) begin  
      if (!(_T_5)) begin  
        outRxDoneReg <= _GEN_29;
      end
    end
    if (reset) begin  
      stateReg <= 2'h0;  
    end else if (_T) begin  
      if (~serialDataReg) begin  
        stateReg <= 2'h1;  
      end else begin
        stateReg <= 2'h0;  
      end
    end else if (_T_2) begin  
      if (clkCnterReg < 9'h45) begin  
        stateReg <= 2'h1;  
      end else begin
        stateReg <= _GEN_1;
      end
    end else if (_T_5) begin  
      stateReg <= _GEN_23;
    end else begin
      stateReg <= _GEN_28;
    end
    serialDataReg_REG <= io_i_serial_data;  
    serialDataReg <= serialDataReg_REG;  
  end
endmodule
</file>
==> run summary <==
fresh numbers from the pnr run: status=completed, sum of routed wire length over all layers=2636 um, share of final-layout standard cells stronger than drive strength 1=8.497%, count of cells along the worst hold path=0, top metal layer carrying routed signals=met4, MaxCap Viol Count=0, total overflow reported by the global router=0, clock buffer count from CTS=3, tool warning count=29, Peak VDD IR=0.2097 mV, count of H-tree levels built during CTS=1, DR WL met2=1070 um, drt pass-1 iters=4, CTS tree=done, multiplexer area fraction after synthesis=5.484%, tally of unique sky130hd cells used after synthesis=38, mean instance size in the synthesized netlist=9.606 um2, flip-flop and latch count after synthesis=28, R2R Setup Slk=1060 ps, unrepaired setup endpoints after global routing=false, endpoint of the worst-slack reg-to-reg timing path=outDataReg_5, final tally of hold violations=0, Resize count post-CTS=0, Area Growth Syn to Fin=10.71%, quantity of I/O buffers inserted on ports=11, headroom to the max-slew limit=61.87%, Final HPWL DP=1993 um, number of diodes=0, data arrival time at the worst-slack endpoint=1960 ps, synthesized instance count=152, Main logic family=simple AND/OR/NAND/NOR gates, pre-CTS setup slack=736.8 ps, Setup Skew=1.002 ps, setup TNS=0 ps, Yosys top cell by instances=sky130_fd_sc_hd__dfxtp_1, final setup slack of the worst path=1017 ps, post-CTS setup repair buffer count=0, Yosys chip area=1460 um2, count of hold buffers inserted by post-cts repair=0, leakage component of the power=0.0004975 uW, Post-synth top flop=sky130_fd_sc_hd__dfxtp_1, slew of the pin with the lowest slew margin=567.0 ps, Largest cells by area=sky130_fd_sc_hd__dfxtp_1 38%, sky130_fd_sc_hd__ha_1 6.0%, sky130_fd_sc_hd__mux2i_1 5.5%, CTS max path bufs=2, global placer's final weighted congestion=0.8058, Hold Path Class=reg2reg, maximum net fanout on the critical path=15, Via Count=1038, final setup violating endpoints=0, Hold Crit Endpoint=serialDataReg, total die area=10400 um2, final cell count without fillers=230, Mapped Area=1460 um2, library cell used as clock root buffer=sky130_fd_sc_hd__clkbuf_8, Top-area cell share=38.39%, vias in the first global route=990, met1 WL=1339 um, post-route ant nets=0, placed cells=227, antenna violations before repair=0, share of flip-flops with an asynchronous set or reset=0%, drt wl/cell=11.46 um, Starting DRT DRC Count=101, ys cells=152, hold path startpoint=serialDataReg_REG, tally of filler cells in the layout=682, DRC violation count after routing=0, FA/HA/MAJ Cells, Area Fraction=5.998%, Final Critical Period=1783 ps, Synth Seq Share=38.39%, io pins=12, global-route wire length before repair=4678 um, source-to-sink clock delay at the later pin of the worst-skew pair=270 ps, required time worst endpoint=2980 ps, largest net degree at the start of global routing=16, hold slack final=339.9 ps, GRT Overall Usage=5.381%, basic-gate share of the synthesized area counting and, or, nand and nor cells=22.02%, Clock transition at path regs=90 ps, Critical Setup Path Class=in2reg, CP Capture Type=flip-flop, Critical R2R Launch=bitCnterReg[1], number of max-slew violations in the final report=0, Init Core Util=22.61%, area leader, netlist=sky130_fd_sc_hd__dfxtp_1, Synth Area in XOR/XNOR=4.799%, number of sinks on the clock net=28, Startpoint Class=input pin, number of enable-type register cells in the synthesized netlist=0, cell area power density=400.3 nW/um2, Die X-Extent=102 um, commonest cells in the netlist=28 x sky130_fd_sc_hd__dfxtp_1, 17 x sky130_fd_sc_hd__nor2_1, 9 x sky130_fd_sc_hd__buf_4, 9 x sky130_fd_sc_hd__nand2_1, Die Y-Extent=102 um, number of rows created at floorplan=29, count of synthesis-stage warnings from yosys=1, compound-gate portion of the synthesized area=15.51%, R2R cell count=6, Placeable Area=6459 um2, portion of the clock cycle consumed by the worst path in the final layout=63.67%, maximum operating frequency=0.5609 GHz, drt via density=4.513, length of routed met3 wiring=209 um
==> sequential cells by signal, indices dropped and copies added (netlist names) <==
| name | cells |
|---|---|
| clkCnterReg | 9 |
| bitCnterReg | 4 |
| stateReg | 4 |
| outDataReg_0 | 1 |
| outDataReg_1 | 1 |
| outDataReg_2 | 1 |
| outDataReg_3 | 1 |
| outDataReg_4 | 1 |
| outDataReg_5 | 1 |
| outDataReg_6 | 1 |
| outDataReg_7 | 1 |
| outRxDoneReg | 1 |
| serialDataReg | 1 |
| serialDataReg_REG | 1 |
==> report_power, final <==
part / switching, uW / internal [uW]
Combinational: 13.5 / 12.3
Clock: 115 / 96.4
Sequential: 7.88 / 402
==> layout by cell type (no fill, tap or decap), drive strengths merged, types with 2 or more instances in the layout <==
cell / count
ha: 7
nand4: 6
nand2b: 7
a2111oi: 3
clkbuf: 3
xor2: 2
nand2: 9
clkdlybuf4s50: 11
nand4bb: 2
nor3: 9
a31o: 2
nor2: 18
a21oi: 5
nor4: 2
mux2i: 8
xnor2: 6
nand3: 2
dfxtp: 28
inv: 6
o31ai: 6
==> cell families (layout without fill, tap and decap cells) <==
kind of cell,count (synthesis),count (layout)
multiplexers,8,8
XOR/XNOR,8,8
AND-OR/OR-AND,24,24
buffers and inverters,19,20
flip-flops,28,28
AND/OR/NAND/NOR,58,58
adder cells (fa/ha/maj),7,7
==> cell type report <==
cell class,instances,area [um2],area share [%]
flip-flops and latches,28,560.5,34.67
repair buffers,11,110.1,6.811
inverters,6,22.52,1.393
multi-input cells,105,785.8,48.61
well taps,77,96.34,5.960
clock buffers,3,41.29,2.554
==> per-layer routing <==
layer	global-route usage (%)	up-vias
met2	7.802	17
met3	2.045	2
met1	7.819	480
met4	0.3254	0
met5	0	-
li1	-	539
==> per-stage QoR <==
step / util, % / instance area [um2] / power [uW]
after floorplan: - / 1460 / 439.4
after global placement: 24.39 / 1575 / 445.1
after detailed placement: 24.39 / 1575 / 445.3
after CTS: 25.03 / 1617 / 654.8
after global routing: 25.03 / 1617 / 677.3
final: 25.03 / 1617 / 647.1
==> worst max-delay path, cell delays in order <==
cell and delay (ps):
sky130_fd_sc_hd__clkdlybuf4s50_1 660, sky130_fd_sc_hd__or2_1 430, sky130_fd_sc_hd__nor3_1 150, sky130_fd_sc_hd__nand2_1 70, sky130_fd_sc_hd__o31ai_1 90
==> how the worst max path moves through the flow <==
stage                  from              to  slack, ps
final                 reset  bitCnterReg[2]       1020
after global routing  reset  bitCnterReg[0]        870
after CTS             reset  bitCnterReg[2]       1020
Power and IR drop assume default switching activity.
