--- flow/design.v ---
module UART_tx(
  input        clock,
  input        reset,
  input        io_i_tx_trig,
  input  [7:0] io_i_data,
  output       io_o_tx_busy,
  output       io_o_tx_done,
  output       io_o_serial_data
);
  reg [7:0] clkCnterReg;  
  reg [3:0] bitCnterReg;  
  reg [7:0] inDataReg;  
  reg  outDataReg;  
  reg  outTxBusyReg;  
  reg  outTxDoneReg;  
  reg [1:0] stateReg;  
  wire  _T = 2'h0 == stateReg;  
  wire  _GEN_0 = io_i_tx_trig ? 1'h0 : outDataReg;  
  wire  _T_2 = 2'h1 == stateReg;  
  wire  _T_3 = clkCnterReg < 8'h56;  
  wire [7:0] _clkCnterReg_T_1 = clkCnterReg + 8'h1;  
  wire [3:0] _bitCnterReg_T_1 = bitCnterReg + 4'h1;  
  wire [7:0] _outDataReg_T = inDataReg >> bitCnterReg;  
  wire [7:0] _GEN_3 = clkCnterReg < 8'h56 ? _clkCnterReg_T_1 : 8'h0;  
  wire  _GEN_6 = clkCnterReg < 8'h56 ? outDataReg : _outDataReg_T[0];  
  wire  _T_4 = 2'h2 == stateReg;  
  wire  _GEN_7 = bitCnterReg < 4'h8 ? _outDataReg_T[0] : 1'h1;  
  wire [3:0] _GEN_8 = bitCnterReg < 4'h8 ? _bitCnterReg_T_1 : 4'h0;  
  wire [1:0] _GEN_9 = bitCnterReg < 4'h8 ? 2'h2 : 2'h3;  
  wire [1:0] _GEN_11 = _T_3 ? 2'h2 : _GEN_9;  
  wire  _GEN_12 = _T_3 ? outDataReg : _GEN_7;  
  wire [3:0] _GEN_13 = _T_3 ? bitCnterReg : _GEN_8;  
  wire  _T_7 = 2'h3 == stateReg;  
  wire [1:0] _GEN_15 = _T_3 ? 2'h3 : 2'h0;  
  wire  _GEN_16 = _T_3 ? outTxDoneReg : 1'h1;  
  wire [7:0] _GEN_17 = _T_7 ? _GEN_3 : clkCnterReg;  
  wire [1:0] _GEN_18 = _T_7 ? _GEN_15 : stateReg;  
  wire  _GEN_19 = _T_7 ? _GEN_16 : outTxDoneReg;  
  wire  _GEN_22 = _T_4 ? _GEN_12 : outDataReg;  
  wire  _GEN_28 = _T_2 ? _GEN_6 : _GEN_22;  
  wire  _GEN_33 = _T ? _GEN_0 : _GEN_28;  
  assign io_o_tx_busy = outTxBusyReg;  
  assign io_o_tx_done = outTxDoneReg;  
  assign io_o_serial_data = outDataReg;  
  always @(posedge clock) begin
    if (reset) begin  
      clkCnterReg <= 8'h0;  
    end else if (_T) begin  
      clkCnterReg <= 8'h0;  
    end else if (_T_2) begin  
      clkCnterReg <= _GEN_3;
    end else if (_T_4) begin  
      clkCnterReg <= _GEN_3;
    end else begin
      clkCnterReg <= _GEN_17;
    end
    if (reset) begin  
      bitCnterReg <= 4'h0;  
    end else if (_T) begin  
      bitCnterReg <= 4'h0;  
    end else if (_T_2) begin  
      if (!(clkCnterReg < 8'h56)) begin  
        bitCnterReg <= _bitCnterReg_T_1;  
      end
    end else if (_T_4) begin  
      bitCnterReg <= _GEN_13;
    end
    if (reset) begin  
      inDataReg <= 8'h0;  
    end else if (_T) begin  
      if (io_i_tx_trig) begin  
        inDataReg <= io_i_data;  
      end
    end
    outDataReg <= reset | _GEN_33;  
    if (reset) begin  
      outTxBusyReg <= 1'h0;  
    end else begin
      outTxBusyReg <= stateReg != 2'h0;  
    end
    if (reset) begin  
      outTxDoneReg <= 1'h0;  
    end else if (_T) begin  
      outTxDoneReg <= 1'h0;  
    end else if (!(_T_2)) begin  
      if (!(_T_4)) begin  
        outTxDoneReg <= _GEN_19;
      end
    end
    if (reset) begin  
      stateReg <= 2'h0;  
    end else if (_T) begin  
      if (io_i_tx_trig) begin  
        stateReg <= 2'h1;  
      end else begin
        stateReg <= 2'h0;  
      end
    end else if (_T_2) begin  
      if (clkCnterReg < 8'h56) begin  
        stateReg <= 2'h1;  
      end else begin
        stateReg <= 2'h2;  
      end
    end else if (_T_4) begin  
      stateReg <= _GEN_11;
    end else begin
      stateReg <= _GEN_18;
    end
  end
endmodule
--- flow/run.sh ---
#!/bin/bash
# OpenROAD 26Q1-2900-gdf79404cd8, Yosys 0.63+post, stock flow scripts
make -C /OpenROAD-flow-scripts/flow DESIGN_CONFIG=/design/flow/config.mk WORK_HOME=/design/flow/orfs finish
--- flow/config.mk ---
export PLATFORM = sky130hd
export DESIGN_NAME = UART_tx
export DESIGN_NICKNAME = UART_tx
export VERILOG_FILES = /design/flow/design.v
export SDC_FILE = /design/flow/constraint.sdc
export NUM_CORES = 4
export LEC_CHECK = 1
export CORE_AREA = 10 10 110 110
export DIE_AREA = 0 0 120 120
--- flow/constraint.sdc ---
current_design UART_tx

set clk_period 1.8
set clk_io_pct 0.2

create_clock -name clk0 -period $clk_period [get_ports {clock}]

set non_clock_inputs [all_inputs -no_clocks]
set_input_delay [expr $clk_period * $clk_io_pct] -clock clk0 $non_clock_inputs
set_output_delay [expr $clk_period * $clk_io_pct] -clock clk0 [all_outputs]
==> impl_metrics.yaml <==
# yosys + openroad results
outcome:
  status: "complete, no violations"
finish:
  area_growth_pct: 29.3
  filler_cell_count: 1100
  regArea_um2: 500
  finalInstanceArea_um2: 1590
  final_util: 0.163
  comb_area_um2: 662
  drive_gt1_frac: 0.0897
synthesis:
  top_cell: "dfxtp_1"
  synthDistinctLibCells: 34
  synth-main-ff-cell: "dfxtp_1"
  edf_count: 0
  netlist_area_um2: 1230
  synth_warnings: 1
  top_area_frac: 0.407
  avgSynthCellArea_um2: 8.98
  synth_flops: 25
  async_reset_ff_frac: 0
  common_cells: "dfxtp_1, a21oi_1, nand2_1"
  ys_seq_share: 0.407
  ys_cells: 137
  yosys.area.top_type: "dfxtp_1"
  synth_chip_area_um2: 1230
  syn_inst: 137
  synth.area.top_cells: "dfxtp_1, ha_1, a21oi_1, nand3_1, mux4_2"
power_and_ir_drop:
  swShare: 0.250
  p_int_w: 0.000832
  leakage_nw: 0.563
  pwr-share-clk: 0.291
  seqPwrFrac: 0.536
  ir_drop_v: 0.000284
  p_per_area_nw_per_um2: 698
  power_switching_w: 0.000278
  p_comb_frac: 0.172
grt:
  globalRouteOverflowTotal: 0
  grt_pass1_wl_mm: 4.53
  grt_pass1_vias: 958
  antenna_found_initial: 0
  grt_max_degree: 14
  grt.total_usage: 0.0369
placement:
  gp_congestion: 0.757
  post-dp-hpwl_mm: 1.99
  placed_cell_area_um2: 1550
  portBuffers: 13
detailed_routing:
  first_pass_iters: 6
  met1Wirelength_mm: 1.42
  ant_nets: 0
  antennaDiodeCount: 0
  routed_wl_mm: 2.60
  drc: 0
  dr_total_vias: 991
  wl_per_cell_um: 9.00
  routed-wl-met3_um: 153
  drtIter0Drc: 37
  top_layer_used: "met4"
  via_per_inst: 3.43
  wl_met2_mm: 1.01
clock_tree:
  cts_tree: "done"
  cts_resized: 0
  cts-root-buf: "clkbuf_8"
  hold_buffers: 0
  cts_buffer_depth: 2
  cts_max_level: 1
  clock_latency_ns: 0.26
  clkTransAtPathRegs_ns: 0.08
  clock-sinks: 25
  cts_buffers: 3
  post_cts_buffers: 0
timing:
  fmaxAchievable_mhz: 602
  setup_tns_ns: 0
  min_period_over_period: 0.923
  worst_pin_slew_ns: 0.458
  slew_headroom: 0.693
  finalSetupViolCount: 0
  rsz0062_at_grt: "false"
  fin_skew_ns: 0.00552
  maxSlewViolCount: 0
  hold_violations: 0
  fin_crit_ns: 1.66
setup_path:
  critical_path.max_stage_delay_ns: 0.51
  crit_family: "simple AND/OR/NAND/NOR gates"
  cp_num_buf_inv: 2
  crit_required_ns: 2.00
  cp-end-kind: "flop"
  crit_type: "reg2reg"
  crit_top_cell: "inv_1"
  crit_chain: "inv_1, ha_1, inv_1, or4_1, a21oi_1"
  crit_path_start_kind: "flop"
  cp_slowest_cell: "or4_1"
  crit_fanout: 5
  arrival_ns: 1.86
floorplanning:
  die_h_um: 120
  rows: 36
  core_util_floorplan: 0.126
  io-pin-count: 14
  die_area_um2: 14400
  coreArea_um2: 9770
  dieWidth_um: 120
flow_run:
  warnings: 30
  drv_cap: 0
hold_path:
  min_path_type: "reg2reg"
cells in the final DEF (no fill, tap or decap), types with 2 or more instances in the layout:
master / netlist / layout
nand3_1: 9 / 9
nor2b_1: 2 / 2
and3_1: 3 / 3
clkdlybuf4s50_1: 0 / 13
nor3_1: 2 / 2
xor2_1: 2 / 2
a21oi_1: 16 / 16
o21ai_1: 2 / 2
mux4_2: 2 / 2
buf_4: 0 / 7
o21ai_0: 2 / 2
xnor2_1: 3 / 3
clkbuf_8: 0 / 3
nand2_1: 12 / 12
mux2i_1: 3 / 3
nand4_1: 2 / 2
inv_1: 9 / 9
ha_1: 9 / 9
a31oi_1: 3 / 3
a311oi_1: 2 / 2
nor2_1: 10 / 10
dfxtp_1: 25 / 25
nand3b_1: 2 / 2
per-stage QoR:
| step | cells | hold slack, ns | total power (W) | worst slack [ns] |
|---|---|---|---|---|
| after floorplan | 137 | 0.413 | 0.000721 | 0.254 |
| after global placement | 285 | 0.443 | 0.000799 | 0.198 |
| after detailed placement | 285 | 0.448 | 0.000800 | 0.169 |
| after CTS | 289 | 0.461 | 0.00112 | 0.133 |
| after global routing | 289 | 0.489 | 0.00117 | 0.0262 |
| final | 289 | 0.457 | 0.00111 | 0.138 |
worst paths after layout:
check                           slack [ns]              to          from  depth (start not counted)
worst max-delay path                  0.14  bitCnterReg[0]   stateReg[1]                          5
worst min-delay path                  0.46    inDataReg[3]  inDataReg[3]                          2
worst max register to register        0.14  bitCnterReg[0]   stateReg[1]                          5
worst min register to register        0.46    inDataReg[3]  inDataReg[3]                          2
power groups by stage:
stage	Combinational [W]	Sequential, W	Clock, W
after global routing	0.000215	0.000598	0.000359
after CTS	0.000193	0.000595	0.000336
final	0.000191	0.000595	0.000323
layer usage:
metal,track usage,vias up
met5,0,-
met4,0.00452,0
met3,0.0129,2
met2,0.0533,21
met1,0.0534,442
li1,-,526
cells by family after synthesis:
family	count (synthesis)	synth area share
flip-flops	25	0.407
multiplexers	5	0.0610
AND/OR/NAND/NOR	47	0.191
XOR/XNOR	5	0.0356
adder cells (fa/ha/maj)	9	0.0916
buffers and inverters	14	0.0549
AND-OR/OR-AND	32	0.159
final cells by class:
cell class / instances / share of cell area
clock buffer: 4 / 0.0283
timing repair buffer: 20 / 0.115
inverter: 9 / 0.0212
sequential: 25 / 0.315
tap: 133 / 0.105
multi-input combinational: 98 / 0.416
worst reg2reg max path, stage by stage (launching register included):
cell	delay, ns
dfxtp_1	0.40
inv_1	0.10
ha_1	0.36
inv_1	0.09
or4_1	0.51
a21oi_1	0.14
sequential cells by signal, summed over array words and instances (netlist names):
signal and cells:
outTxDoneReg 1, outTxBusyReg 1, clkCnterReg 8, stateReg 2
outDataReg 1, bitCnterReg 4, inDataReg 8
No activity file was given, so power comes from the tool's default toggle rates.
