===== design/flow/design.v =====
module uart_rx #(
    parameter BIT_RATE =        115200,          
    parameter CLK_FREQ =        10_000_000,      
    parameter PAYLOAD_BITS =    8                
) ( 
    input                           clk,
    input                           reset_n,
    input                           i_serial_data,
    output  reg                     o_rx_done,
    output  reg [PAYLOAD_BITS-1:0]  o_data
);
    localparam CLKS_PER_BIT =   CLK_FREQ / BIT_RATE;           
    localparam CLK_CNTER_BW =   $clog2(CLKS_PER_BIT) + 1;      
    localparam BIT_CNTER_BW =   $clog2(PAYLOAD_BITS) + 1;      
    localparam IDLE =       2'b00;
    localparam START_BIT =  2'b01;
    localparam DATA_BITS =  2'b11;
    localparam STOP_BIT =   2'b10;
    reg     [CLK_CNTER_BW-1:0]  r_clk_cnter;   
    reg     [BIT_CNTER_BW-1:0]  r_bit_cnter;   
    reg r_serial_data_0;
    reg r_serial_data;
    reg [1:0]  r_state;
    reg [1:0]  r_next_state;
    reg start_bit_mid;   
    reg data_bit_mid;    
    reg stop_bit_mid;    
    always @ (*) begin
        r_next_state = IDLE;
        case (r_state)
            IDLE: if (r_serial_data == 1'b0) begin 
                r_next_state = START_BIT;    
            end else begin
                r_next_state = IDLE;
            end
            START_BIT: if (start_bit_mid == 1'b1) begin
                if (r_serial_data == 1'b0) begin
                    r_next_state = DATA_BITS;
                end else begin
                    r_next_state = IDLE;
                end
            end else begin
                r_next_state = START_BIT;
            end
            DATA_BITS: if (r_bit_cnter == PAYLOAD_BITS) begin
                r_next_state = STOP_BIT;     
            end else begin
                r_next_state = DATA_BITS;
            end
            STOP_BIT: begin
                if (stop_bit_mid == 1'b1) begin
                    r_next_state = IDLE;     
                end else begin
                    r_next_state = STOP_BIT;
                end
            end 
        endcase
    end
    always @ (*) begin
        start_bit_mid = 1'b0;
        data_bit_mid =  1'b0;
        stop_bit_mid =  1'b0;
        case (r_state)
            START_BIT: begin
                start_bit_mid = r_clk_cnter == CLKS_PER_BIT / 2;
            end
            DATA_BITS: begin
                data_bit_mid =  r_clk_cnter == CLKS_PER_BIT;
            end
            STOP_BIT: begin
                stop_bit_mid =  r_clk_cnter == CLKS_PER_BIT;
            end
        endcase
    end
    always @ (posedge clk or negedge reset_n) begin
        if (~reset_n) begin
            r_state <= IDLE;
        end else begin
            r_state <= r_next_state;
        end
    end
    always @ (posedge clk or negedge reset_n) begin
        if (~reset_n) begin
            r_serial_data_0 <= 1'b0;
            r_serial_data <= 1'b0;
        end else begin
            r_serial_data_0 <= i_serial_data;
            r_serial_data <= r_serial_data_0;
        end
    end
    always @ (posedge clk or negedge reset_n) begin
        if (~reset_n) begin
            o_data <= {PAYLOAD_BITS{1'b0}};
        end else if (data_bit_mid == 1'b1) begin
            o_data[r_bit_cnter] <= r_serial_data;
        end
    end
    always @ (posedge clk or negedge reset_n) begin
        if (~reset_n) begin
            r_clk_cnter <= {CLK_CNTER_BW{1'b0}};
            r_bit_cnter <= {BIT_CNTER_BW{1'b0}};
        end else begin
            case (r_state)
                IDLE: begin
                    r_clk_cnter <= {CLK_CNTER_BW{1'b0}};
                    r_bit_cnter <= {BIT_CNTER_BW{1'b0}};
                end
                START_BIT: if (r_clk_cnter < CLKS_PER_BIT / 2) begin
                    r_clk_cnter <= r_clk_cnter + 1'b1;
                end else begin
                    r_clk_cnter <= {CLK_CNTER_BW{1'b0}};
                end
                DATA_BITS: begin
                    if (r_clk_cnter < CLKS_PER_BIT) begin
                        r_clk_cnter <= r_clk_cnter + 1'b1;
                    end else begin
                        r_clk_cnter <= {CLK_CNTER_BW{1'b0}};
                    end
                    if (data_bit_mid == 1'b1) begin
                        if (r_bit_cnter < PAYLOAD_BITS) begin
                            r_bit_cnter <= r_bit_cnter + 1'b1;
                        end else begin
                            r_bit_cnter <= {BIT_CNTER_BW{1'b0}};
                        end
                    end
                end
                STOP_BIT: if (r_clk_cnter < CLKS_PER_BIT) begin
                    r_clk_cnter <= r_clk_cnter + 1'b1;
                end else begin
                    r_clk_cnter <= {CLK_CNTER_BW{1'b0}};
                end
            endcase
        end
    end
    always @ (posedge clk or negedge reset_n) begin
        if (~reset_n) begin
            o_rx_done <= 1'b0;
        end else begin
            o_rx_done <= stop_bit_mid;
        end
    end
endmodule

===== design/flow/run.sh =====
#!/bin/bash
# OpenROAD 26Q1-2900-gdf79404cd8, Yosys 0.63+post, stock flow scripts
make -C /OpenROAD-flow-scripts/flow DESIGN_CONFIG=/design/flow/config.mk WORK_HOME=/design/flow/orfs finish

===== design/flow/config.mk =====
export PLATFORM = sky130hd
export DESIGN_NAME = uart_rx
export DESIGN_NICKNAME = uart_rx
export VERILOG_FILES = /design/flow/design.v
export SDC_FILE = /design/flow/constraint.sdc
export NUM_CORES = 4
export LEC_CHECK = 1
export CORE_AREA = 10 10 95 95
export DIE_AREA = 0 0 105 105

===== design/flow/constraint.sdc =====
current_design uart_rx

set clk_period 5.1
set clk_io_pct 0.2

create_clock -name clk0 -period $clk_period [get_ports {clk}]

set non_clock_inputs [all_inputs -no_clocks]
set_input_delay [expr $clk_period * $clk_io_pct] -clock clk0 $non_clock_inputs
set_output_delay [expr $clk_period * $clk_io_pct] -clock clk0 [all_outputs]

==> impl_metrics.csv <==
group,metric,value,unit
pwr,cellLeakagePower,0.000707,µW
cts,cts_tree,"built",
final_timing,hold_viol,0,
die,chipArea,11000,µm²
critical_path,crit_chain,"clkdlybuf4s50_1",
final_timing,rsz0062_at_grt,"false",
cts,htree_num_levels,1,
cts,clock-sinks,27,
synthesis,syn_inst,137,
critical_path,critPathMaxStageDelay,0.47,ns
worst_hold_path,min_path_type,"flop to flop",
final_timing,worst_pin_slew,0.659,ns
final_layout,syn_to_final_growth,17.9,%
detailed_routing,drtAntennaViolNets,0,
grt,grt_pass1_wl,4930,µm
detailed_routing,firstDrtPassIters,4,
pwr,p_seq_share,62.9,%
detailed_routing,num_vias,1018,
final_timing,fmax,472,MHz
grt,grt_pass1_vias,1004,
worst_hold_path,hold_path_depth,0,
die,design.core.area,6910,µm²
detailed_routing,routed_wl,2700,µm
worst_hold_path,min_from,"r_serial_data_0$_DFF_PN0_",
detailed_routing,diodes,0,
critical_path,critPathCaptureType,"primary output",
detailed_routing,vias_per_cell,4.17,
final_timing,slew_violations,0,
grt,track_usage,5.10,%
detailed_routing,avgRoutedWirePerCell,11.1,µm
synthesis,ys_cells,137,
critical_path,cp_max_fo,2,
placed_design,numPortBuffers,11,
worst_hold_path,hold-path-endpoint,"r_serial_data$_DFF_PN0_",
cts,cts_setup_buffers,0,
final_layout,post-route-util,24.1,%
placed_design,gp_congestion,0.869,
placed_design,hpwl,1960,µm
critical_path,rrSetupSlack,3.11,ns
pwr,p_total,344,µW
final_timing,setup_viol_count_final,0,
final_timing,min_period,2.12,ns
pwr,p_comb_share,1.9,%
flow_run,drv_cap,0,
final_layout,n_fill_cell,751,
pwr,switching_power,71.1,µW
synthesis,ff_type,"dfrtp_1",
final_timing,setup_tns,0,ns
critical_path,critical_path.top_delay_family,"buffers and inverters",
synthesis,yosysWarnings,1,
final_timing,post-route-period-util,41.5,%
pwr,clock_power_share,35.3,%
critical_path,crit_required,4.08,ns
die,row_count,30,
critical_path,worst-path-buf-inv,1,
cts,clkTransAtPathRegs,0.09,ns
final_timing,skew,0.00309,ns
detailed_routing,initialDrtViolationCount,39,
die,die_y,105,µm
synthesis,synthesis.area,1420,µm²
synthesis,edf_count,0,
critical_path,startpoint_type,"flop",
die,fp_util,20.5,%
outcome,outcome,"finished, final reports clean",
critical_path,rr_startpoint,"r_bit_cnter[1]$_DFFE_PN0P_",
die,pin_count,12,
critical_path,critical_path_class,"flop to primary output",
synthesis,avgSynthCellArea,10.3,µm²
pwr,p_int,273,µW
final_layout,drive_above_1_share,6.76,%
pwr,swShare,20.7,%
synthesis,seq_area_frac_synth,47.8,%
cts,root_buffer,"clkbuf_8",
die,die.size.x,105,µm
pwr,power_density,206,nW/µm²
flow_run,warnings,30,
synthesis,ys.flops,27,
synthesis,ys_area,1420,µm²
critical_path,worstRegToRegCells,5,
cts,cts_hold_buf,0,
cts,clockBufferDepth,2,
critical_path,critPathArrivalTime,1.10,ns
critical_path,timing.rr.end,"o_data[0]$_DFFE_PN0P_",
final_layout,final-comb-area,693,µm²
detailed_routing,drc,0,
grt,grt_max_degree,28,
final_layout,seqCellArea,677,µm²
pwr,ir_worst_vdd,0.0746,mV
grt,grt-ovfl-total,0,
cts,clk_latency,0.27,ns
cts,cts-resized-gates,0,
grt,antenna_found_initial,0,
critical_path,slowest_stage,"clkdlybuf4s50_1",
cts,numCtsBuffers,3,
synthesis,synthArstFlopShare,100,%
synthesis,ys_types,46,
final_timing,slew_headroom,55.9,%
-- power groups by stage --
stage	sequential [µW]	clock, µW	combinational [µW]
final	216	121	6.47
after CTS	216	128	6.97
after global routing	217	134	7.70
-- area by class of cell --
cell class / instances / area share [%]
multi-input combinational: 101 / 41.6
timing repair buffer: 12 / 7.05
clock buffer: 4 / 2.70
tap: 96 / 7.20
inverter: 4 / 0.900
sequential: 27 / 40.6
-- synthesized netlist by cell type, types with 4 or more instances --
cell | instances | area [µm²]
o21ai_1 | 4 | 20.0
dfrtp_1 | 26 | 651
o21ai_0 | 12 | 60.1
or3_1 | 5 | 31.3
nand3_1 | 8 | 40.0
inv_1 | 4 | 15.0
ha_1 | 7 | 87.6
nor2_1 | 12 | 45.0
nand2_1 | 8 | 30.0
-- sequential cells by signal, indices dropped and copies added (netlist names) --
name and flops:
r_bit_cnter 4, o_rx_done 1, r_serial_data_0 1, r_state 4, o_data 8, r_serial_data 1
r_clk_cnter 8
-- metrics by stage --
step / cells / hold WS [ns] / setup slack (ns) / instance area [µm²]
floorplan: 137 / 0.331 / 3.25 / 1420
global placement: 240 / 0.335 / 3.17 / 1620
detailed placement: 240 / 0.346 / 3.12 / 1620
CTS: 244 / 0.370 / 2.95 / 1670
global route: 244 / 0.373 / 2.91 / 1670
finish: 244 / 0.362 / 2.98 / 1670
-- worst max-delay path by stage --
stage | start | end | cells after the start
5_1_grt | o_data[2]$_DFFE_PN0P_ | o_data[2] | 1
6_report | o_data[6]$_DFFE_PN0P_ | o_data[6] | 1
4_1_cts | o_data[6]$_DFFE_PN0P_ | o_data[6] | 1
-- layout by cell type (no fill, tap or decap), types with 2 or more instances in the layout --
| cell | instances |
|---|---|
| dfrtp_1 | 26 |
| nor2_1 | 12 |
| o21ai_0 | 12 |
| clkdlybuf4s50_1 | 11 |
| nand3_1 | 8 |
| nand2_1 | 8 |
| ha_1 | 7 |
| or3_1 | 5 |
| inv_1 | 4 |
| o21ai_1 | 4 |
| a21o_1 | 3 |
| a31oi_1 | 3 |
| xnor2_1 | 3 |
| nand3b_1 | 3 |
| clkbuf_8 | 3 |
| xor2_1 | 2 |
| o31ai_1 | 2 |
| o211ai_1 | 2 |
| nor3_1 | 2 |
-- cells by family (layout without fill, tap and decap cells) --
| group | after synthesis | in the layout | synth area share [%] |
|---|---|---|---|
| XOR/XNOR | 5 | 5 | 3.10 |
| flip-flops | 27 | 27 | 47.8 |
| other | 1 | 1 | 0.265 |
| buffers and inverters | 9 | 20 | 3.18 |
| adder cells (fa/ha/maj) | 7 | 7 | 6.19 |
| AND-OR/OR-AND | 33 | 33 | 15.6 |
| multiplexers | 3 | 3 | 2.30 |
| AND/OR/NAND/NOR | 52 | 52 | 21.6 |
-- routing by layer --
layer	global-route usage [%]	part of all wire, %	vias up	wire (µm)
met4	0.686	1.1	0	29
li1	-	-	515	-
met5	0	0	-	0
met1	7.14	50	491	1340
met3	1.24	3.8	2	103
met2	8.01	45	10	1230
Power is estimated from default activity; no workload was simulated.
